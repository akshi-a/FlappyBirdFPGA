==> design.v <==
module led_matrix_driver (clock, red_array, green_array, red_driver,
				green_driver, row_sink);
	input clock;  
	input [7:0][7:0] red_array, green_array;  
	output reg [7:0] red_driver, green_driver, row_sink;    
	reg [2:0] count;    
	always @(posedge clock)   
		count <= count + 3'b001;    
	always @(*)   
		case (count)    
			3'b000: row_sink = 8'b11111110;    
			3'b001: row_sink = 8'b11111101;    
			3'b010: row_sink = 8'b11111011;    
			3'b011: row_sink = 8'b11110111;    
			3'b100: row_sink = 8'b11101111;    
			3'b101: row_sink = 8'b11011111;    
			3'b110: row_sink = 8'b10111111;    
			3'b111: row_sink = 8'b01111111;   
		endcase   
	assign red_driver = red_array[count];  
	assign green_driver = green_array[count]; 
endmodule 
==> run.sh <==
#!/bin/bash
# OpenROAD 26Q1-2900-gdf79404cd8, Yosys 0.63+post, stock flow scripts
make -C /OpenROAD-flow-scripts/flow DESIGN_CONFIG=/design/flow/config.mk WORK_HOME=/design/flow/orfs finish
==> config.mk <==
export PLATFORM = sky130hd
export DESIGN_NAME = led_matrix_driver
export DESIGN_NICKNAME = led_matrix_driver
export VERILOG_FILES = /design/flow/design.v
export SDC_FILE = /design/flow/constraint.sdc
export NUM_CORES = 4
export LEC_CHECK = 1
export CORE_AREA = 10 10 101 101
export DIE_AREA = 0 0 111 111
==> constraint.sdc <==
current_design led_matrix_driver

set clk_period 5.2
set clk_io_pct 0.2

create_clock -name clk0 -period $clk_period [get_ports {clock}]

set non_clock_inputs [all_inputs -no_clocks]
set_input_delay [expr $clk_period * $clk_io_pct] -clock clk0 $non_clock_inputs
set_output_delay [expr $clk_period * $clk_io_pct] -clock clk0 [all_outputs]
==> impl_metrics.py <==
# Generated from Yosys and OpenROAD reports
metrics = {
    "placed_design": {
        "gp_congestion": 0.699,
        "dpl_worst_slack_ns": 1.43,
        "io_buffers": 152,
        "hpwl_microns": 5140,
        "placed_area_sq_um": 2990,
        "post-place-cells": 335,
    },
    "critical_path": {
        "reg2regPathDepth": 4,
        "cp.required_ns": 4.16,
        "crit_end": "red_driver[4]",
        "reg2reg_slack_ns": 3.48,
        "reg2reg_from": "count[2]",
        "crit_fanout": 1,
        "cp-start-kind": "input pin",
        "cp-end-kind": "output pin",
        "r2r-end": "row_sink[5]",
        "path_class": "input pin to output pin",
        "arrival_ns": 2.71,
        "startpoint": "red_array[12]",
    },
    "clock_tree": {
        "cts_setup_buffers": 0,
        "clock_sinks": 11,
        "clkTransAtPathRegs_ns": 0.04,
        "cts_max_path_buffers": 2,
        "cts_made_buffers": 3,
        "postCtsResizedCells": 0,
        "root_buffer": "clkbuf_8",
        "cts_tree": "done",
        "h-tree-depth": 1,
        "clk_latency_ns": 0.23,
        "hold_buffers": 0,
    },
    "min_path": {
        "hp-class": "flip-flop to flip-flop",
    },
    "die": {
        "core_sq_um": 8130,
        "row_count": 33,
        "dieWidth_microns": 111,
        "die_h_microns": 111,
        "die_area_sq_um": 12300,
        "fp-utilization_pct": 17.1,
        "ioPinCount": 153,
    },
    "detailed_routing": {
        "drt-vias-per-instance": 4.19,
        "vias": 1419,
        "wl_microns": 5740,
        "wl_per_cell_microns": 16.9,
        "drt-initial-drc-count": 19,
        "drc_errors": 0,
        "dr.pass1.iters": 4,
        "drt.antenna.violating_nets": 0,
        "antenna_cells": 0,
    },
    "yosys": {
        "syn_area_sq_um": 1390,
        "ys_ff": 11,
        "yosysSeqAreaShare_pct": 15.8,
        "yosysWarnings": 3,
        "syn_inst": 85,
        "ys_types": 13,
        "ys_area_sq_um": 1390,
        "synth_area_per_cell_sq_um": 16.4,
        "ys_cells": 85,
    },
    "run": {
        "warnings": 29,
        "max_cap_violations": 0,
    },
    "global_route": {
        "grt_antenna_before_repair": 0,
        "first_global_vias": 1679,
        "grt-ovfl-total": 0,
        "grt_max_degree": 21,
        "grt.total_usage_pct": 8.96,
        "grt_pass1_wl_microns": 8850,
    },
    "final_layout": {
        "final_cells": 339,
        "fill_cells": 778,
        "area_delta_synth_final_pct": 118,
        "drive_above_1_share_pct": 13.2,
        "finish.instance_area_sq_um": 3040,
    },
    "timing": {
        "slew_headroom_pct": 54.0,
        "period_minus_slack_ns": 3.75,
        "setup_ws_ns": 1.45,
        "rsz0062_at_grt": "false",
        "hold_viol_final": 0,
        "finalClockSkew_ns": 0.00305,
        "setup_violations": 0,
        "slew_viol_final": 0,
        "fmaxAchievable_ghz": 0.266,
        "setup_tns_ns": 0,
        "final.period_utilization_pct": 72.2,
        "tightest_slew_ns": 0.689,
        "hold_slack_ns": 0.635,
    },
    "outcome": {
        "status": "finished, final reports clean",
    },
    "power_and_ir_drop": {
        "ir_worst_vdd_mv": 0.0569,
        "p_per_area_nw_per_um2": 96.8,
        "p_leak_nw": 1.07,
    },
}
## layout make-up
type / count / area [sq um] / area share, %
repair buffers: 154 / 1540 / 50.6
multi-input cells: 62 / 1090 / 36.0
flip-flops and latches: 11 / 221 / 7.29
well taps: 105 / 131 / 4.32
clock buffers: 4 / 45.0 / 1.48
inverters: 3 / 11.3 / 0.371
## layout by cell type, fill, tap and decap left out, drive strengths merged
cell,n
ha,5
xnor2,1
clkdlybuf4s50,152
inv,3
buf,2
mux2,16
clkbuf,4
mux4,32
nand2,8
dfxtp,11
## cells in the mapped netlist, drive strengths merged
cell type,n,share of area (%)
nand2,8,2.2
ha,5,4.5
mux4,32,58
xnor2,1,0.63
buf,8,4.6
clkbuf,1,0.27
dfxtp,11,16
mux2,16,13
inv,3,0.81
## worst min path at each step
| stage | slack, ns | cells after the start | to | from |
|---|---|---|---|---|
| after global routing | 0.67 | 2 | row_sink[4] | count[1] |
| final | 0.64 | 2 | row_sink[7] | count[1] |
| after CTS | 0.64 | 2 | row_sink[7] | count[1] |
## power breakdown
group,switching (mW),internal [mW]
Sequential,0,0.0846
Combinational,0.0174,0.112
Clock,0.0264,0.0533
Total,0.0438,0.250
## per-stage QoR
step / power, mW / utilization [%]
6_report: 0.294 / 37.3
3_5_place_dp: 0.217 / 36.8
3_3_place_gp: 0.216 / 36.8
2_1_floorplan: 0.108 / -
5_1_grt: 0.309 / 37.3
4_1_cts: 0.298 / 37.3
## flip-flops by register name, indices dropped and copies added, names as in the netlist
register	flops
count	3
row_sink	8
## worst max-delay path, stage by stage
cell and delay [ns]:
clkdlybuf4s50_1 0.41, mux4_1 0.53, mux2_2 0.28, clkdlybuf4s50_1 0.45
## kinds of logic after synthesis
kind of cell  synth area share (%)
xor+xnor                     0.630
fa+ha+maj                     4.50
buf+inv                       5.66
flops                         15.8
mux                           71.2
simple gates                  2.16
## metal layers
metal | vias up | GRT usage (%) | share of wire (%) | wire length (microns)
li1 | 679 | - | - | -
met1 | 654 | 9.26 | 35 | 1980
met2 | 84 | 16.8 | 54 | 3080
met3 | 2 | 4.27 | 12 | 671
met4 | 0 | 0.260 | 0.10 | 6
met5 | - | 0 | 0 | 0
Power figures rest on the tool's default switching activity, not on a simulated workload.
